==> /design/flow/config.mk <==
export PLATFORM = sky130hd
export DESIGN_NAME = binary_search
export DESIGN_NICKNAME = binary_search
export VERILOG_FILES = /design/flow/design.v
export SDC_FILE = /design/flow/constraint.sdc
export NUM_CORES = 4
export LEC_CHECK = 1
export CORE_AREA = 10 10 103 103
export DIE_AREA = 0 0 113 113
export SYNTH_HDL_FRONTEND = slang
==> /design/flow/constraint.sdc <==
current_design binary_search

set clk_period 9.1
set clk_io_pct 0.2

create_clock -name clk0 -period $clk_period [get_ports {clk}]

set non_clock_inputs [all_inputs -no_clocks]
set_input_delay [expr $clk_period * $clk_io_pct] -clock clk0 $non_clock_inputs
set_output_delay [expr $clk_period * $clk_io_pct] -clock clk0 [all_outputs]
==> /design/flow/design.v <==
module binary_search #(
    parameter DATA_WIDTH= 8 , ARRAY_SIZE=10
) (
    input clk,rst_n,
    input start,
    input  [DATA_WIDTH-1:0] in_data [0:ARRAY_SIZE-1] ,
    input  [DATA_WIDTH-1:0] element ,
    output [$clog2(ARRAY_SIZE)-1:0] index ,
    output found , not_found 
);
        reg  eq , gt ;  
        wire  [$clog2(ARRAY_SIZE)-1:0] center ;
    always @ (*)begin
        gt='b0;
        eq='b0;
        if (in_data[center]==element)begin
            eq=1'b1;
        end
        else if(in_data[center]>element)begin
            gt=1'b1;
        end
    end
     binary_search_controller #(.ARRAY_SIZE(ARRAY_SIZE) ) binary_search_controller_inst
      (
             .clk(clk), .rst_n(rst_n) ,
             .start(start), .eq(eq) , .gt(gt),  
             .found(found) , .not_found(not_found) , 
             .center(center) 
        );
     assign index = center ;
endmodule
module binary_search_controller #(
    parameter ARRAY_SIZE=10 
) (
    input clk, rst_n ,
    input start, eq , gt,  
    output found , not_found , 
    output [$clog2(ARRAY_SIZE)-1:0] center 
);
    reg found_nx , found_r ;  
    reg not_found_nx , not_found_r ; 
    reg [$clog2(ARRAY_SIZE):0] center_nx , center_r ;
    reg [$clog2(ARRAY_SIZE)-1:0] left_corner_nx , left_corner_r ;
    reg [$clog2(ARRAY_SIZE)-1:0] right_corner_nx , right_corner_r ;
    enum bit {IDLE , PROCESS } current_state , next_state ;
    always @ (posedge clk , negedge rst_n) begin
        if(!rst_n)begin
            current_state       <= IDLE;
            found_r             <='b0;
            not_found_r         <='b0;
            center_r            <='b0;
            left_corner_r       <='b0;
            right_corner_r      <='b0;
        end
        else begin
            current_state       <= next_state;
            found_r             <=found_nx;
            not_found_r         <=not_found_nx;
            center_r            <=center_nx;
            left_corner_r       <=left_corner_nx;
            right_corner_r      <=right_corner_nx;
        end
    end    
    always @(*)begin
            next_state          = current_state;
            found_nx            ='b0;
            not_found_nx        ='b0;
            center_nx           =center_r;
            left_corner_nx      =left_corner_r;
            right_corner_nx     =right_corner_r;
            case(current_state)
                IDLE:begin
                    if(start==1'b1)begin
                       left_corner_nx='b0;
                       right_corner_nx=ARRAY_SIZE;  
                       center_nx=(ARRAY_SIZE)>>1;
                       next_state=PROCESS;
                    end
                end
                PROCESS:begin
                    if(left_corner_r > right_corner_r) begin  
                        not_found_nx=1'b1;
                        next_state=IDLE;
                    end
                    else begin
                        if(eq==1'b1)begin
                            found_nx=1'b1;
                            next_state=IDLE;
                        end
                        else if (gt==1'b1)begin
                            right_corner_nx=center_r-1;
                        end
                        else begin
                            left_corner_nx=center_r +1;
                        end
                            center_nx=(right_corner_nx+left_corner_nx)>>1 ;
                    end
                end
            endcase
    end
    assign center           = center_r[$clog2(ARRAY_SIZE)-1:0];
    assign found            = found_r;
    assign not_found        = not_found_r;
endmodule
==> /design/flow/run.sh <==
#!/bin/bash
# OpenROAD 26Q1-2900-gdf79404cd8, Yosys 0.63+post, stock flow scripts
make -C /OpenROAD-flow-scripts/flow DESIGN_CONFIG=/design/flow/config.mk WORK_HOME=/design/flow/orfs finish
==> flow_summary.toml <==
# flow metrics
[floorplanning]
core_area_um2 = 8299
rows = 33
floorplan.core_util_pct = 23.38
ios = 97
die_width_um = 113
chipArea_um2 = 12770
height_of_the_chip_um = 113

[power_and_ir_drop]
p_per_cell_area_nw_per_um2 = 328.7
max-vdd-ir-drop_mv = 0.1334
power.leakage_nw = 1.224

[timing]
maxSlewViolCount = 0
report.final.setup_viol = 0
setup_total_negative_slack_ns = 0
finalHoldViolations = 0
rsz_0062_raised_after_global_routing = "false"
slew-limit-headroom_pct = 50.63
final_critical_path_setup_slack_ns = 3.647
finalClockSkew_ns = 0.004958
final_min_period_over_clock_period_pct = 59.92
worstMarginPinSlew_ns = 0.7405
fin_crit_ns = 5.453
fmax_ghz = 0.1834

[cts]
cts_repair_resize_count = 0
post-cts-setup-buffers = 0
tritoncts = "done"
cts-buffers-inserted = 3
numClockSinks = 15
clockBufferDepth = 2
clock.latency.late_pin_ns = 0.25
clockRootBuffer = "sky130_fd_sc_hd__clkbuf_8"
cts_hold_bufs = 0
cts-htree-levels = 1
path_clk_slew_ns = 0.06

[yosys]
edf_count = 0
postSynth.asyncResetShare_pct = 100.0
most_instantiated_flip_flop_cell_in_the_synthesis_netlist = "sky130_fd_sc_hd__dfrtp_1"
top_cell_area_share_pct = 19.34
count_of_warnings_emitted_by_yosys = 0
synth_top_cell_by_area = "sky130_fd_sc_hd__dfrtp_1"
synth.distinct_cells = 53
synth_flops = 15
post_synth_inst_count = 185
netlist.top_cell.by_instances = "sky130_fd_sc_hd__ha_1"
yosys_cells = 185
synthesis.area_um2 = 1941
top_cells_by_count = "sky130_fd_sc_hd__ha_1, sky130_fd_sc_hd__mux4_2, sky130_fd_sc_hd__dfrtp_1, sky130_fd_sc_hd__inv_1, sky130_fd_sc_hd__nand2_1"
synth.area.top_cells = "sky130_fd_sc_hd__dfrtp_1, sky130_fd_sc_hd__mux4_2, sky130_fd_sc_hd__ha_1"
syn_area_per_cell_um2 = 10.49
yosysChipArea_um2 = 1941
yosysSeqAreaShare_pct = 19.34

[placement]
hpwl_after_detailed_placement_mm = 5.580
gpl.final_weighted_congestion = 0.8836
dpl_worst_slack_ns = 3.438
placement.io_buffers = 96

[drt]
drt.antenna.violating_nets = 0
drt-wirelength-per-cell_um = 16.97
dr.pass1.iters = 4
wirelength_mm = 6.518
detail_route.drc_violations = 0
detail_route.iter0.violations = 74
viasPerCell = 4.865
route.vias.total = 1868
num_antenna_cells = 0

[run_status]
result_of_the_run = "finished, final reports clean"

[run]
stage_log_warnings = 26
maxCapViolations = 0

[global_routing]
global_route.overflow_total = 0
grt_pass1_vias = 2079
initial_antenna_violation_count = 0
grt_max_degree = 33
grt_util_all_layers_pct = 10.15
grt_pass1_wl_mm = 10.65

[critical_path]
worstSetupPathType = "in -> reg"
critPathMaxFanout = 4
worst_r2r_path_depth = 14
worst_setup_path_end_kind = "register"
timing.critical_path.arrival_ns = 5.56
critical_path.endpoint = "binary_search_controller_inst.center_r[2]"
worst_setup_sp_type = "primary input"
timing.critical_path.required_ns = 9.21
max_stage_delay_ns = 0.46
critical_path_cell_list = "clkdlybuf4s50_1, mux4_2, a221oi_1, a21oi_1, ha_1, a21oi_1, a31oi_4, nor2_4, mux2_4, ha_1, a21o_1, or3_1, mux2i_1, a311oi_1"
worst-r2r-setup-slack_ns = 4.74
regToRegEndpoint = "binary_search_controller_inst.center_r[2]"
critical_path.reg2reg.startpoint = "binary_search_controller_inst.center_r[0]"
crit_path_top_delay_cell = "sky130_fd_sc_hd__mux4_2"
critical_path.startpoint = "in_data[51]"

[finish]
area_delta_synth_final_pct = 57.38
final_layout_size_suffix_gt1_share_pct = 18.28

[min_path]
hold_path.class = "reg -> reg"
hold_path_depth = 1
## final cells by class
| type | count | area (um2) |
|---|---|---|
| Tap cell | 105 | 131.4 |
| Sequential cell | 15 | 375.4 |
| Multi-Input combinational cell | 144 | 1459 |
| Timing Repair Buffer | 98 | 975.9 |
| Fill cell | 795 | 5245 |
| Clock buffer | 4 | 45.04 |
| Inverter | 18 | 67.56 |
## through the flow
| stage | utilization (%) | cell area [um2] | std cells | hold WS [ns] | total power [mW] |
|---|---|---|---|---|---|
| floorplan | - | 1941 | 185 | 0.4917 | 0.7578 |
| global placement | 36.26 | 3009 | 380 | 0.5437 | 0.9481 |
| detailed placement | 36.26 | 3009 | 380 | 0.5368 | 0.9465 |
| CTS | 36.80 | 3054 | 384 | 0.5504 | 1.009 |
| global route | 36.80 | 3054 | 384 | 0.5601 | 1.100 |
| finish | 36.80 | 3054 | 384 | 0.5500 | 1.004 |
## registers in the layout, indices dropped and copies added, names as in the netlist
register and count:
binary_search_controller_inst.center_r 4, binary_search_controller_inst.left_corner_r 4, binary_search_controller_inst.right_corner_r 4, binary_search_controller_inst.current_state 1, binary_search_controller_inst.found 1, binary_search_controller_inst.not_found 1
## metal layers
layer	vias up	share of wire, %	GRT usage, %	wire length (um)
met5	-	0	0	0
met4	0	1.2	1.100	78
li1	910	-	-	-
met1	871	42	13.32	2740
met2	83	46	16.17	3023
met3	4	10	3.793	675
## power by group
part           internal, mW  leakage (nW)  switching, mW
Clock                0.0310        0.0228         0.0230
Sequential           0.0971         0.185         0.0332
Combinational         0.403          1.02          0.417
Total                 0.531          1.22          0.473
## logic make-up (layout without fill, tap and decap cells)
kind of cell | Yosys count | after routing | share of synthesized area [%]
xor+xnor | 5 | 5 | 2.257
fa+ha+maj | 18 | 18 | 11.99
simple gates | 34 | 34 | 9.672
flops | 15 | 15 | 19.34
mux | 31 | 31 | 27.85
compound gates | 56 | 56 | 23.41
buf+inv | 26 | 120 | 5.480
## placed cells by master (no fill, tap or decap), drive strengths merged, types with 2 or more instances in the layout
cell type,netlist,final
clkdlybuf4s50,0,96
nand2,13,13
mux2i,3,3
inv,17,17
o22ai,3,3
nor2,9,9
a2bb2oi,2,2
nand4,4,4
nor2b,2,2
a22o,3,3
o21ai,9,9
ha,17,17
clkbuf,3,4
mux2,12,12
a31oi,2,2
buf,5,2
a21o,3,3
mux4,16,16
nand3,2,2
xnor2,4,4
dfrtp,15,15
a221oi,7,7
a21oi,15,15
## worst min-delay path by stage
stage         slack (ns)                                             end                                           start
CTS                 0.55  binary_search_controller_inst.left_corner_r[3]  binary_search_controller_inst.left_corner_r[3]
global route        0.56  binary_search_controller_inst.left_corner_r[3]  binary_search_controller_inst.left_corner_r[3]
finish              0.55  binary_search_controller_inst.left_corner_r[2]  binary_search_controller_inst.left_corner_r[2]
## worst max-delay path, delay by kind of cell
kind | cells | cell delay, ns
AOI/OAI and AO/OA | 6 | 1.22
adders and majority gates | 2 | 0.69
buffers and inverters | 1 | 0.39
muxes | 3 | 0.92
and+or+nand+nor | 2 | 0.51
Power and IR drop assume default switching activity.
